[flow/design.v]
    module execute_unit (
        input wire [15:0] brachtarget,
        input wire isunconditionalbranch,
        input wire isBeq,
        input wire isBgt,
        input wire reset,
        input wire clk,
        input wire [127:0] regval,
        output wire [15:0] branchpc,
        output wire isbranchtaken
    ); 
        integer file;
        integer i;
        reg [15:0] reg_file [0:7];
        reg [15:0] branchpc_reg;
        reg isbranchtaken_reg; 
        reg [15:0] branchpc_reg1;
        reg [15:0] isbranchtaken_reg1; 
        initial begin
            branchpc_reg <= 16'b0;
            isbranchtaken_reg <= 0;
        end
        always @(regval) begin
            reg_file[0] = regval[15:0];
            reg_file[1] = regval[31:16];
            reg_file[2] = regval[47:32];
            reg_file[3] = regval[63:48];    
            reg_file[4] = regval[79:64];
            reg_file[5] = regval[95:80];
            reg_file[6] = regval[111:96];
            reg_file[7] = regval[127:112];
        end
        always @(posedge clk) begin
            if (reset) begin
                branchpc_reg <= 16'b0;
                isbranchtaken_reg <= 0;
            end
            else if(isunconditionalbranch || (isBeq && reg_file[7]==1) ||(isBgt && reg_file[7]==2)) begin
                branchpc_reg <= brachtarget;
                isbranchtaken_reg <= 1;
            end 
            else begin
                branchpc_reg <= 16'b0;
                isbranchtaken_reg <= 0;
            end
            branchpc_reg1 <= branchpc_reg;
            isbranchtaken_reg1 <= isbranchtaken_reg;
        end
        assign branchpc = branchpc_reg;
        assign isbranchtaken  = isbranchtaken_reg;
    endmodule
[flow/run.sh]
#!/bin/bash
# OpenROAD 26Q1-2900-gdf79404cd8, Yosys 0.63+post, stock flow scripts
make -C /OpenROAD-flow-scripts/flow DESIGN_CONFIG=/design/flow/config.mk WORK_HOME=/design/flow/orfs finish
[flow/config.mk]
export PLATFORM = sky130hd
export DESIGN_NAME = execute_unit
export DESIGN_NICKNAME = execute_unit
export VERILOG_FILES = /design/flow/design.v
export SDC_FILE = /design/flow/constraint.sdc
export NUM_CORES = 4
export LEC_CHECK = 1
export CORE_AREA = 10 10 82 82
export DIE_AREA = 0 0 92 92
[flow/constraint.sdc]
current_design execute_unit

set clk_period 2.2
set clk_io_pct 0.2

create_clock -name clk0 -period $clk_period [get_ports {clk}]

set non_clock_inputs [all_inputs -no_clocks]
set_input_delay [expr $clk_period * $clk_io_pct] -clock clk0 $non_clock_inputs
set_output_delay [expr $clk_period * $clk_io_pct] -clock clk0 [all_outputs]
==> results.yml <==
# flow metrics
run_status:
  status: "complete, no violations"
critical_path:
  cp_data_arrival_time_ps: 1760
  cpMaxStageDelayCell: "and3b_1"
  worstSetupStartpointType: "input port"
  cpLargestDelayFamily: "simple AND/OR/NAND/NOR gates"
  critical_path_buf_inv_count: 1
  worstPathRequired_ps: 2380
  critPathKind: "in2reg"
  path_max_fanout: 17
  max_stage_delay_ps: 530
  crit_cells: 4
  path_common_cell: "o21ai_0"
  end_kind: "flip-flop"
  path_cells: "clkdlybuf4s50_1 -> and3b_1 -> o21ai_0 -> o21ai_0"
min_path:
  hold_path_depth: 3
  hold_path_class: "in2reg"
final_timing:
  worst_slack_ps: 620
  relSlewSlack: 0.599
  fin_setup_tns_ps: 0
  finalHoldViolCount: 0
  period_used_share: 0.718
  tightest_slew_ps: 602
  fmax_mhz: 633
  min_period_ps: 1580
  final_max_slew_viol_count: 0
  rsz0062_at_grt: "no"
  setup_viol_count_final: 0
power_and_ir_drop:
  p_leak_uw: 0.000456
  p_total_uw: 683
  vdd_drop_max_v: 0.000158
  p_per_area_mw_per_mm2: 514
routing:
  antenna_cells: 0
  dr.first_iter.drc_count: 20
  wl_per_cell_um: 12.5
  vias_per_cell: 3.71
  routed_wl_mm: 2.55
  drc: 0
  final_antenna_net_count: 0
  num_vias: 756
  firstDrtPassIters: 4
global_route:
  grt_pass1_wl_mm: 3.98
  grt_max_degree: 18
  antenna_found_initial: 0
  grt_usage: 0.0579
  gr-total-overflow: 0
  first_global_vias: 742
die:
  core-area_mm2: 0.00507
  fp-utilization: 0.136
  dieWidth_um: 92
  die_h_um: 92
  die_area_mm2: 0.00846
  ios: 166
  row_count: 26
synthesis:
  top_area_cell: "dfxtp_1"
  yosys_area_um2: 688
  synth_cells: 82
  synth-seq-cells: 17
  ys_warn_count: 2
  synth_area_um2: 688
  ys_cells: 82
  synthTopCellsByArea: "dfxtp_1 (49%), o21ai_0 (17%), nand2_1 (8.7%)"
  top_area_frac: 0.495
  postSynthSeqShare: 0.495
  syn_area_per_cell_um2: 8.39
  synthDistinctLibCells: 14
cts:
  numCtsBuffers: 3
  cts_tree: "built"
  cts.path.max_buffers: 2
  ctsHoldBuffers: 0
  path_clk_slew_ps: 70
  cts_sinks: 17
  htree_levels: 1
  postCtsSetupBuffers: 0
  cts_root_buffer: "clkbuf_8"
  post_cts_resized: 0
place:
  io_buffers: 53
  dpl.hpwl_mm: 1.95
  gp_congestion: 0.655
  dpl_worst_slack_ps: 322
final_layout:
  fin_util: 0.262
  area_growth_pct: 93.3
  drive_above_1_share: 0.0746
  num-fill-cells: 559
  largest_reg_flops: 16
flow_run:
  cap_violations: 0
  tool_warnings: 137
## cells in the mapped netlist
| library cell | count |
|---|---|
| and3b_1 | 2 |
| buf_2 | 3 |
| buf_6 | 1 |
| clkbuf_1 | 3 |
| dfxtp_1 | 17 |
| nand2_1 | 16 |
| nand4_2 | 1 |
| nor2_1 | 1 |
| nor2b_1 | 1 |
| nor3_1 | 1 |
| nor4_2 | 3 |
| o21ai_0 | 23 |
| o21ai_1 | 9 |
| o21bai_1 | 1 |
## placed cells by master (no fill, tap or decap), types with 2 or more instances in the layout
cell | netlist | routed
o21ai_1 | 9 | 9
clkbuf_8 | 0 | 3
o21ai_0 | 23 | 23
buf_4 | 0 | 2
clkdlybuf4s50_1 | 0 | 53
nor4_2 | 3 | 3
and3b_1 | 2 | 2
nand2_1 | 16 | 16
dfxtp_1 | 17 | 17
## cells by family after synthesis
group,count (synthesis),synth area share
compound gates,33,0.244
buf+inv,7,0.0545
flops,17,0.495
simple gates,25,0.207
## power breakdown
part	internal, µW	switching (µW)
Clock	126	111
Combinational	88.1	36.0
Sequential	320	2.74
## layout make-up
type | instances | area [µm²] | share of cell area
multi-input combinational | 58 | 310 | 0.233
timing repair buffer | 55 | 546 | 0.410
clock inverter | 1 | 5.00 | 0.00376
sequential | 17 | 340 | 0.256
tap | 70 | 87.6 | 0.0659
clock buffer | 3 | 41.3 | 0.0310
## metrics by stage
| stage | hold WS, ps | cells | instance area [µm²] |
|---|---|---|---|
| 3_3_place_gp | 1010 | 200 | 1280 |
| 6_report | 758 | 204 | 1330 |
| 5_1_grt | 774 | 204 | 1330 |
| 3_5_place_dp | 1020 | 200 | 1280 |
| 2_1_floorplan | 549 | 82 | 688 |
| 4_1_cts | 746 | 204 | 1330 |
## layer usage
metal  routed length, µm  up-vias  track usage
li1                    -      388            -
met1                1130      341       0.0741
met2                1240       25       0.0947
met3                 165        2       0.0198
met4                  17        0      0.00771
met5                   0        -            0
## path summary, 6_finish.rpt
kind,slack [ps],start,end
max,620,regval[112],branchpc_reg[15]$_SDFF_PP0_
min,760,brachtarget[0],branchpc_reg[0]$_SDFF_PP0_
Power is estimated from default activity; no workload was simulated.
